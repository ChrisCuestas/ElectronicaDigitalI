File: design.v
`timescale 1ns / 1ps
module restador3bit(
   output reg [7:0] disp,
	input [0: 2] A, B,
	output reg [0:7] anodes 
);
	reg [0: 3] RES;
	reg sign =1'b1;
	always@(*)
	begin
		if(A>B)
			RES <= A - B;
		else
		begin
			RES <= B - A;
			sign <= 1'b1;
		end
	end
	always @(RES)
	begin
		case( {sign,RES} )
			5'b00000: disp <= 7'b1000000;
			5'b00001: disp <= 7'b1111001;
			5'b00010: disp <= 7'b0100100;
			5'b00011: disp <= 7'b0110000;
			5'b00100: disp <= 7'b0011001;
			5'b00101: disp <= 7'b0010010;
			5'b00110: disp <= 7'b0000010;
			5'b00111: disp <= 7'b1111000;
			5'b01000: disp <= 7'b0000000;
			5'b01001: disp <= 7'b0010000;
			5'b01010: disp <= 7'b0001000;
			5'b01011: disp <= 7'b0000011;
			5'b01100: disp <= 7'b1000110;
			5'b01101: disp <= 7'b0100001;
			5'b01110: disp <= 7'b0000110;
			5'b10000: disp <= 8'b01000000;
			5'b10001: disp <= 8'b01111001;
			5'b10010: disp <= 8'b00100100;
			5'b10011: disp <= 8'b00110000;
			5'b10100: disp <= 8'b00011001;
			5'b10101: disp <= 8'b00010010;
			5'b10110: disp <= 8'b00000010;
			5'b10111: disp <= 8'b01111000;
			5'b11000: disp <= 8'b00000000;
			5'b11001: disp <= 8'b00010000;
			5'b11010: disp <= 8'b00001000;
			5'b11011: disp <= 8'b00000011;
			5'b11100: disp <= 8'b01000110;
			5'b11101: disp <= 8'b00100001;
			5'b11110: disp <= 8'b00000110;
			default: disp <= 7'b1111111;
		endcase
		anodes <= 8'b11111110;	 
	end
endmodule
File: run.sh
#!/bin/bash
# OpenROAD 26Q1-2900-gdf79404cd8, Yosys 0.63+post, stock flow scripts
make -C /OpenROAD-flow-scripts/flow DESIGN_CONFIG=/design/flow/config.mk WORK_HOME=/design/flow/orfs finish
File: config.mk
export PLATFORM = sky130hd
export DESIGN_NAME = restador3bit
export DESIGN_NICKNAME = restador3bit
export VERILOG_FILES = /design/flow/design.v
export SDC_FILE = /design/flow/constraint.sdc
export NUM_CORES = 4
export LEC_CHECK = 1
export CORE_AREA = 10 10 70 70
export DIE_AREA = 0 0 80 80
File: constraint.sdc
current_design restador3bit

set clk_period 2.4
set clk_io_pct 0.2

create_clock -name clk0 -period $clk_period

set non_clock_inputs [all_inputs -no_clocks]
set_input_delay [expr $clk_period * $clk_io_pct] -clock clk0 $non_clock_inputs
set_output_delay [expr $clk_period * $clk_io_pct] -clock clk0 [all_outputs]
==> metrics.txt <==
# HELP chip_impl_metric Synthesis and place-and-route metrics
# TYPE chip_impl_metric gauge
chip_impl_metric{name="path_buffers",unit=""} 5
chip_impl_metric{name="synth_area",unit="um^2"} 588
chip_impl_metric{name="grt_antenna_before_repair",unit=""} 0
chip_impl_metric{name="yosys_instances",unit=""} 77
chip_impl_metric{name="largest_net_degree_at_the_start_of_global_routing",unit=""} 8
chip_impl_metric{name="post_synth.cell_area_avg",unit="um^2"} 7.64
chip_impl_metric{name="area_growth_syn_to_layout",unit="%"} 87.9
chip_impl_metric{name="detailedPlacementHpwl",unit="um"} 1210
chip_impl_metric{name="cpPeakStageDelay",unit="ns"} 0.51
chip_impl_metric{name="cell_pwr_density",unit="nW/um^2"} 420
chip_impl_metric{name="fp.dieW",unit="um"} 80
chip_impl_metric{name="yosysUniqueCellTypes",unit=""} 27
chip_impl_info{name="critical-path-top-delay-family",value="adder cells"} 1
chip_impl_metric{name="global_route.usage.total",unit="%"} 5.29
chip_impl_metric{name="port-buffer-count",unit=""} 13
chip_impl_metric{name="dieArea",unit="um^2"} 6400
chip_impl_metric{name="drt-vias-per-instance",unit=""} 3.82
chip_impl_metric{name="timing.max_cap.violations",unit=""} 0
chip_impl_metric{name="post_synth_inst_count",unit=""} 77
chip_impl_metric{name="y_dimension_of_the_die",unit="um"} 80
chip_impl_info{name="path_cells",value="buf_12 > inv_12 > ha_4 > inv_2 > fa_2 > inv_2 > fa_2 > a311o_1 > o21ai_2 > nor2_2 > or4_4 > o211ai_1 > buf_2"} 1
chip_impl_info{name="grt_setup_unrepaired",value="true"} 1
chip_impl_info{name="worstSetupStartpoint",value="A[2]"} 1
chip_impl_metric{name="hold_viol",unit=""} 0
chip_impl_info{name="worst_hold_path_type",value="in -> out"} 1
chip_impl_metric{name="path_depth",unit=""} 13
chip_impl_info{name="worst_setup_path_endpoint",value="disp[0]"} 1
chip_impl_metric{name="sequential_cell_area",unit="um^2"} 0
chip_impl_metric{name="antenna_cells_inserted",unit=""} 0
chip_impl_metric{name="critPathRequiredTime",unit="ns"} 1.92
chip_impl_metric{name="fin_crit",unit="ns"} 3.34
chip_impl_metric{name="maxClockFrequency",unit="MHz"} 300
chip_impl_metric{name="grt-ovfl-total",unit=""} 0
chip_impl_metric{name="core_util_floorplan",unit="%"} 17.2
chip_impl_metric{name="gp_congestion",unit=""} 0.766
chip_impl_metric{name="routed-via-count",unit=""} 600
chip_impl_metric{name="seq_cells",unit=""} 0
chip_impl_metric{name="num_rows",unit=""} 21
chip_impl_info{name="run_status",value="finished, violations left"} 1
chip_impl_metric{name="n_clock_buffer",unit=""} 0
chip_impl_metric{name="worstPathArrival",unit="ns"} 2.86
chip_impl_metric{name="synth_top_area_share",unit="%"} 19.1
chip_impl_metric{name="worst-path-max-fanout",unit=""} 2
chip_impl_info{name="critical_path.slowest_cell",value="sky130_fd_sc_hd__or4_4"} 1
chip_impl_info{name="netlist_top_cells_area",value="sky130_fd_sc_hd__ha_1 (19%), sky130_fd_sc_hd__buf_4 (14%), sky130_fd_sc_hd__mux2i_1 (12%)"} 1
chip_impl_metric{name="cts_hold_repair.buffers",unit=""} 0
chip_impl_info{name="violated_checks",value="negative setup slack"} 1
chip_impl_metric{name="route.detailed.drc",unit=""} 0
chip_impl_metric{name="timing.final.crit_share",unit="%"} 139
chip_impl_metric{name="detailedRoute.firstPassIterationCount",unit=""} 4
chip_impl_metric{name="vdd_drop_max",unit="mV"} 0.203
chip_impl_metric{name="grt_first_pass_wirelength",unit="um"} 2880
chip_impl_info{name="setup_crit_end_kind",value="primary output"} 1
chip_impl_metric{name="via_count_of_the_first_global_routing_pass",unit=""} 643
chip_impl_metric{name="openroad_warning_count",unit=""} 40
chip_impl_metric{name="post_route_ant_nets",unit=""} 0
chip_impl_metric{name="totalWireLength",unit="um"} 1660
chip_impl_info{name="crit_path_start_kind",value="input pin"} 1
chip_impl_metric{name="io-pin-count",unit=""} 22
chip_impl_metric{name="yosysChipArea",unit="um^2"} 588
chip_impl_metric{name="p_leak",unit="nW"} 0.505
chip_impl_info{name="most-common-layout-cells",value="sky130_fd_sc_hd__buf_4 (15), sky130_fd_sc_hd__buf_6 (12), sky130_fd_sc_hd__conb_1 (9), sky130_fd_sc_hd__inv_1 (7), sky130_fd_sc_hd__mux2i_1 (7)"} 1
chip_impl_metric{name="final.setup.worst_slack",unit="ns"} -0.938
chip_impl_metric{name="layout-drive-gt1-share",unit="%"} 61.3
chip_impl_metric{name="core-area",unit="um^2"} 3420
chip_impl_metric{name="detailedPlace.worstSlack",unit="ns"} -1.83
chip_impl_metric{name="finalSetupViolations",unit=""} 7
chip_impl_metric{name="drv_slew",unit=""} 0
chip_impl_metric{name="yosys_warnings",unit=""} 1
chip_impl_metric{name="synth.yosys.seq_area_share",unit="%"} 0
chip_impl_metric{name="final_core_utilization",unit="%"} 32.3
chip_impl_info{name="final_layout_top_logic_cell",value="sky130_fd_sc_hd__buf_4"} 1
chip_impl_metric{name="drt-wirelength-per-cell",unit="um"} 10.6
chip_impl_metric{name="finalPower",unit="mW"} 0.464
chip_impl_metric{name="dr.first_iter.drc_count",unit=""} 16
chip_impl_info{name="kind_of_critical_path",value="in -> out"} 1
chip_impl_info{name="post-synth-top-area-cell",value="sky130_fd_sc_hd__ha_1"} 1
## per-layer routing
layer,part of all wire (%),track usage [%]
met4,1.0,0.528
met1,53,8.36
met5,0,0
met3,4.6,1.02
met2,41,7.30
## synth_stat cells (all sizes together)
| master | number |
|---|---|
| a22oi | 1 |
| nor3 | 1 |
| clkbuf | 1 |
| a311o | 1 |
| fa | 3 |
| nor3b | 1 |
| or2 | 2 |
| nand3 | 1 |
| or2b | 1 |
| nand2 | 3 |
| nor2 | 2 |
| or4 | 1 |
| buf | 11 |
| inv | 13 |
| nor2b | 1 |
| o211ai | 2 |
| conb | 2 |
| o22ai | 4 |
| ha | 9 |
| o21ai | 4 |
| a31oi | 1 |
| a21oi | 4 |
| mux2i | 8 |
## power breakdown
part           internal [mW]  total [mW]  switching [mW]  leakage [nW]
Combinational          0.265       0.464           0.200         0.505
Sequential                 0           0               0             0
Clock                      0           0               0             0
Total                  0.265       0.464           0.200         0.505
## through the flow
| stage | setup TNS, ns | hold WS (ns) | std cells | instance area (um^2) |
|---|---|---|---|---|
| CTS | -5.96 | 1.59 | 156 | 1070 |
| global route | -6.77 | 1.62 | 157 | 1100 |
| global placement | -11.98 | 2.32 | 146 | 888 |
| finish | -5.88 | 1.57 | 157 | 1100 |
| floorplan | -3.13 | 1.25 | 84 | 684 |
| detailed placement | -12.07 | 2.33 | 146 | 888 |
## area by class of cell
class                           instances  area (um^2)
Inverter                               13         61.3
Multi-Input combinational cell         59          649
Fill cell                             351         2310
Tap cell                               46         57.6
Timing Repair Buffer                   39          337
## what timing repair did
action,CTS,global route
endpoints found under the setup margin,7,7
resized,63,13
setup buffers,10,2
pin swaps,12,9
gates cloned,0,0
## worst min path at each step
stage | cells after the start | from | to
global route | 5 | B[2] | disp[4]
finish | 5 | B[2] | disp[4]
CTS | 5 | B[2] | disp[4]
## logic make-up (layout without fill, tap and decap cells)
logic type / count (synthesis) / in the layout / share of synthesized area, %
fa+ha+maj: 12 / 12 / 29.4
mux: 8 / 8 / 15.7
simple gates: 13 / 13 / 11.9
other cells: 2 / 9 / 1.28
buf+inv: 25 / 52 / 23.0
compound gates: 17 / 17 / 18.7
## tightest hold or removal path: cells and delay by family
| family | cells | cell delay [ns] |
|---|---|---|
| adders and majority gates | 1 | 0.17 |
| AOI/OAI and AO/OA | 1 | 0.06 |
| buffers and inverters | 3 | 0.37 |
Power is estimated from default activity; no workload was simulated.
