[/design/flow/design.v]
`timescale 1ns / 1ps
module dataSender(
	input	wire		clk,
	input	wire [31:0]	dataIn,
	input	wire		lcdReady,
	output	reg [7:0]	dataOut,
	output	reg [1:0]	OPER,
	output	reg	ENB,
	output	reg	RST
    );
parameter [7:0] SETUP		= 8'b00111000;		 
parameter [7:0] DISP_ON		= 8'b00001100;		 
parameter [7:0] ALL_ON		= 8'b00001111;		 
parameter [7:0] ALL_OFF		= 8'b00001000;		 
parameter [7:0] CLEAR 		= 8'b00000001; 	 
parameter [7:0] ENTRY_N		= 8'b00000110;		 
parameter [7:0] HOME 		= 8'b00000010; 	 
parameter [7:0] C_SHIFT_L 	= 8'b00010000; 	 
parameter [7:0] C_SHIFT_R 	= 8'b00010100; 	 
parameter [7:0] D_SHIFT_L 	= 8'b00011000; 	 
parameter [7:0] D_SHIFT_R 	= 8'b00011100; 	 
parameter [7:0] DOUBLE_DOT = 8'b00111010;
reg [3:0] 	STATE 			= 2'd0;
reg 			SUBSTATE 		= 0;
reg [3:0] 	char			= 4'd0;
reg [3:0] 	lastChar			= 4'd0;
always @(posedge clk) begin
	if (lcdReady==1'b1)
	begin
		case(STATE)
			0:	begin								 
					dataOut 	<= 0;
					OPER		<= 2'd2;
					ENB		<= 0;
					RST		<= 0;
					STATE				<=	STATE + 4'd1;				 
					SUBSTATE			<=	1'b0;
				end
			1:	begin															 
					ENB	<= 1;
					RST	<= 0;
					if(SUBSTATE==1'b0) begin							 
						OPER		<= 2'd2;
						dataOut	<= ENTRY_N;
						STATE				<=	STATE ;					
						SUBSTATE			<=	1'b1;						 
					end
					else													 
					begin
						OPER		<= 2'd1;
						dataOut 	<= {4'b0011,dataIn[3:0]};
						STATE				<=	STATE + 4'd1;			 
						SUBSTATE			<=	1'b0;						 
					end
				end
			2:	begin															 
					ENB	<= 1;
					RST	<= 0;
					if(SUBSTATE==1'b0) begin							 
						OPER		<= 2'd2;
						dataOut	<= ENTRY_N;
						STATE				<=	STATE ;					
						SUBSTATE			<=	1'b1;						 
					end
					else													 
					begin
						OPER		<= 2'd1;
						dataOut 	<= {4'b0011,dataIn[7:4]};
						STATE				<=	STATE + 4'd1;			 
						SUBSTATE			<=	1'b0;						 
					end
				end
			3:	begin
					ENB	<= 1;
					RST	<= 0;
					if(SUBSTATE==1'b0) begin							 
						OPER		<= 2'd2;
						dataOut	<= ENTRY_N;
						STATE				<=	STATE ;					
						SUBSTATE			<=	1'b1;						 
					end
					else													 
					begin
						OPER		<= 2'd1;
						dataOut 	<= DOUBLE_DOT;
						STATE				<=	STATE + 4'd1;			 
						SUBSTATE			<=	1'b0;						 
					end
				end
			4:	begin
					ENB	<= 1;
					RST	<= 0;
					if(SUBSTATE==1'b0) begin							 
						OPER		<= 2'd2;
						dataOut	<= ENTRY_N;
						STATE				<=	STATE ;					
						SUBSTATE			<=	1'b1;						 
					end
					else													 
					begin
						OPER		<= 2'd1;
						dataOut 	<= {4'b0011,dataIn[11:8]};
						STATE				<=	STATE + 4'd1;			 
						SUBSTATE			<=	1'b0;						 
					end
				end
			5:	begin
					ENB	<= 1;
					RST	<= 0;
					if(SUBSTATE==1'b0) begin							 
						OPER		<= 2'd2;
						dataOut	<= ENTRY_N;
						STATE				<=	STATE ;					
						SUBSTATE			<=	1'b1;						 
					end
					else													 
					begin
						OPER		<= 2'd1;
						dataOut 	<= {4'b0011,dataIn[15:12]};
						STATE				<=	STATE + 4'd1;			
						SUBSTATE			<=	1'b0;						 
					end
				end
			6:	begin
					ENB	<= 1;
					RST	<= 0;
					OPER		<= 2'd2;
					dataOut	<= C_SHIFT_L;								 
					STATE				<=	STATE + 4'd1;					 
					SUBSTATE			<=	1'b0;						 
				end
			7:	begin
					ENB	<= 1;
					RST	<= 0;
					if(SUBSTATE==1'b0) begin							 
						OPER		<= 2'd2;
						dataOut	<= ENTRY_N;
						STATE				<=	STATE ;					
						SUBSTATE			<=	1'b1;						 
					end
					else													 
					begin
						OPER		<= 2'd1;
						dataOut 	<= {4'b0011,dataIn[19:16]};
						STATE				<=	STATE + 4'd1;			
						SUBSTATE			<=	1'b0;						 
					end
				end
			8:	begin
					ENB	<= 1;
					RST	<= 0;
					if(SUBSTATE==1'b0) begin							 
						OPER		<= 2'd2;
						dataOut	<= ENTRY_N;
						STATE				<=	STATE ;					
						SUBSTATE			<=	1'b1;						 
					end
					else													 
					begin
						OPER		<= 2'd1;
						dataOut 	<= {4'b0011,dataIn[23:20]};
						STATE				<=	STATE + 4'd1;			
						SUBSTATE			<=	1'b0;						 
					end
				end
			9:	begin
					ENB	<= 1;
					RST	<= 0;
					if(SUBSTATE==1'b0) begin							 
						OPER		<= 2'd2;
						dataOut	<= ENTRY_N;
						STATE				<=	STATE ;					
						SUBSTATE			<=	1'b1;						 
					end
					else													 
					begin
						OPER		<= 2'd1;
						dataOut 	<= DOUBLE_DOT;
						STATE				<=	STATE + 4'd1;			 
						SUBSTATE			<=	1'b0;						 
					end
				end
			10:	begin
					ENB	<= 1;
					RST	<= 0;
					if(SUBSTATE==1'b0) begin							 
						OPER		<= 2'd2;
						dataOut	<= ENTRY_N;
						STATE				<=	STATE ;					
						SUBSTATE			<=	1'b1;						 
					end
					else													 
					begin
						OPER		<= 2'd1;
						dataOut 	<= {4'b0011,dataIn[27:24]};
						STATE				<=	STATE + 4'd1;			
						SUBSTATE			<=	1'b0;						 
					end
				end
			11:	begin
					ENB	<= 1;
					RST	<= 0;
					if(SUBSTATE==1'b0) begin							 
						OPER		<= 2'd2;
						dataOut	<= ENTRY_N;
						STATE				<=	STATE ;					
						SUBSTATE			<=	1'b1;						 
					end
					else													 
					begin
						OPER		<= 2'd1;
						dataOut 	<= {4'b0011,dataIn[31:28]};
						STATE				<=	STATE + 4'd1;			
						SUBSTATE			<=	1'b0;						 
					end
				end
			12:	begin
					ENB	<= 1;
					RST	<= 0;
					OPER		<= 2'd2;
					dataOut	<= CLEAR;
					STATE				<=	4'd1;					
					SUBSTATE			<=	1'b0;						 
				end
			default: begin
					STATE				<=	4'd0;			
					SUBSTATE			<=	1'b0;						 
				end
		endcase
	end
	else
	begin
		dataOut 	<= dataOut;
		OPER		<= OPER;
		ENB		<= ENB;
		RST		<=	RST;
		STATE		<=	STATE;
		SUBSTATE	<=	SUBSTATE;
	end
end
endmodule
[/design/flow/run.sh]
#!/bin/bash
# OpenROAD 26Q1-2900-gdf79404cd8, Yosys 0.63+post, stock flow scripts
make -C /OpenROAD-flow-scripts/flow DESIGN_CONFIG=/design/flow/config.mk WORK_HOME=/design/flow/orfs finish
[/design/flow/constraint.sdc]
current_design dataSender

set clk_period 2.7
set clk_io_pct 0.2

create_clock -name clk0 -period $clk_period [get_ports {clk}]

set non_clock_inputs [all_inputs -no_clocks]
set_input_delay [expr $clk_period * $clk_io_pct] -clock clk0 $non_clock_inputs
set_output_delay [expr $clk_period * $clk_io_pct] -clock clk0 [all_outputs]
[/design/flow/config.mk]
export PLATFORM = sky130hd
export DESIGN_NAME = dataSender
export DESIGN_NICKNAME = dataSender
export VERILOG_FILES = /design/flow/design.v
export SDC_FILE = /design/flow/constraint.sdc
export NUM_CORES = 4
export LEC_CHECK = 1
export CORE_AREA = 10 10 103 103
export DIE_AREA = 0 0 113 113
==> flow_summary.ini <==
; physical design summary
[status]
status = finished, final reports clean

[setup_path]
worstSetupStartpointType = flip-flop
crit_family = simple AND/OR/NAND/NOR gates
required_ps = 2610
critPathCaptureType = flip-flop
path_max_fanout = 12
critPathMaxStageDelay_ps = 430
crit_buf_inv = 1
path_cells = inv_1 -> ha_1 -> or3_1 -> o21ai_1 -> a221oi_1 -> nor2b_1
arrival_ps = 2120
cp_slowest_cell = edfxtp_1
critPathKind = flip-flop to flip-flop

[global_route]
antenna_found_initial = 0
grt_first_pass_wirelength_mm = 5.51
grt_pass1_vias = 1055
grt_max_degree = 22
grtUsageTotal_pct = 5.31
overflow = 0

[sta]
fin_crit_sh_pct = 82.1
worst_pin_slew_ps = 724
finClkSkew_ps = 1.68
fmax_mhz = 451
fin_tns_setup_ps = 0
rsz0062_at_grt = no
setup_viol_count_final = 0
finalMaxSlewViolations = 0
period_needed_ps = 2220
slew-limit-headroom_pct = 51.7
hold_viol = 0

[synth]
yosysChipArea_um2 = 1090
flop_cell = edfxtp_1
yosysTopAreaCell = edfxtp_1
aoi_share_pct = 29.0
yosys_register_bits = 14
synthArstFlopShare_pct = 0
yosysUniqueCellTypes = 45
top_area_share_pct = 38.5
yosys_warnings = 1
logic_family = AND-OR/OR-AND gates
postSynthSeqShare_pct = 38.5
yosys.area_share.simple_pct = 14.2
edf_count = 14
ys_sh_adder_pct = 4.58
ys_cells = 115
mux_area_share_pct = 1.95
ys_sh_xor_pct = 1.60
syn-instance-count = 115
syn-cell-area_um2 = 1090
syn_area_per_cell_um2 = 9.50
area_leaders = edfxtp_1 (38%), ha_1 (4.6%), nor2b_1 (3.4%)

[clocking]
cts_tree = done
cts.clk_slew.worst_paths_ps = 50
ctsHoldBuffers = 0
htree_num_levels = 1
postCtsSetupBuffers = 0
clk_latency_ps = 240
cts_repair_resize_count = 0
clk_path_buf_depth = 2
cts_root_buf = clkbuf_8
cts_buffers = 3
clkSinkCount = 14

[detailed_routing]
drtPass1Iterations = 4
routed_wl_mm = 3.53
drc = 0
vias = 1017
first_iter_violations = 73
antenna_left = 0
insertedDiodeCount = 0
vias_per_cell = 3.96
avgRoutedWirePerCell_um = 13.7

[final_layout]
drive_above_1_share_pct = 7.24
final_cells = 257
final_layout_top_logic_cell = clkdlybuf4s50_1
final_cell_mix = clkdlybuf4s50_1 (42), edfxtp_1 (14), nor2_1 (9)
final_area_um2 = 1620
utilization_pct = 19.5
area_delta_synth_final_pct = 48.2
regArea_um2 = 420
n_fill_cell = 900
comb_area_um2 = 572

[placed_design]
dpl_cell_area_um2 = 1570
gp_congestion = 0.808
dp_cells = 253
io_buffers = 42
place_hpwl_mm = 2.85

[die]
die_h_um = 113
rows = 33
dieWidth_um = 113
fp_util_pct = 13.2
core_um2 = 8300
chip_area_um2 = 12800
ioPinCount = 46

[pwr]
leakage_uw = 0.000552
p_per_area_nw_per_um2 = 1090
ir_drop_mv = 0.351

[run]
warnings = 28
cap_violations = 0

[worst_hold_path]
hp-class = flip-flop to flip-flop
## worst paths after layout
kind | startpoint | to | slack [ps] | cells past startpoint
min reg2reg | STATE[0] | STATE[0] | 700 | 1
min | STATE[0] | STATE[0] | 700 | 1
max | STATE[0] | STATE[3] | 480 | 6
max reg2reg | STATE[0] | STATE[3] | 480 | 6
## logic make-up after synthesis
logic type,count (synthesis)
AOI/OAI and AO/OA,42
and+or+nand+nor,31
buffers and inverters,19
DFF,14
adders and majority gates,4
xor gates and xnor gates,2
muxes,2
other,1
## cell type report
cell class	count	share of cell area [%]
clock buffers	3	2.55
flip-flops and latches	14	26.0
inverters	8	1.85
well taps	105	8.11
repair buffers	42	26.0
clock inverters	1	0.232
multi-input cells	84	35.3
## metrics by stage
step	total power, µW	setup WS [ps]	hold WS (ps)
6_report	1760	484	701
2_1_floorplan	1250	918	627
5_1_grt	1910	426	731
3_3_place_gp	1580	626	660
4_1_cts	1760	537	700
3_5_place_dp	1580	571	682
## per-layer routing
layer	vias up	wire, µm	GRT usage, %
met4	0	18	0.254
met2	33	1620	8.49
met1	484	1530	6.58
met5	-	0	0
li1	498	-	-
met3	2	363	2.72
## sequential cells by signal, summed over array words and instances (netlist names)
| signal | flops |
|---|---|
| STATE | 4 |
| OPER | 2 |
| SUBSTATE | 1 |
| dataOut | 6 |
| ENB | 1 |
## worst register-to-register path, stage by stage (launching register included)
cell and delay (ps):
edfxtp_1 430, inv_1 100, ha_1 360, or3_1 410
o21ai_1 130, a221oi_1 120, nor2b_1 340
## cells in the mapped netlist, types with 2 or more instances
cell type   n
a222oi_1    2
ha_1        4
nand3_1     3
a2bb2oi_1   2
o21ai_0     7
buf_6       2
buf_4       4
inv_2       2
buf_2       5
xnor2_1     2
a21oi_1     4
nor2b_1     6
nand2_1     7
o21ai_1     4
or3_1       2
edfxtp_1   14
nor2_1      9
a22oi_1     2
a211oi_1    3
inv_1       6
## where the power goes
part / internal [µW] / leakage (µW) / switching [µW]
Sequential: 429 / 0.000136 / 140
Clock: 100 / 0.0000231 / 65.7
Combinational: 497 / 0.000393 / 525
Power is estimated from default activity; no workload was simulated.
