**flow/design.v**
```verilog
`timescale 1ns / 1ps
module dataControl(
	input	wire				setTime,
	input	wire	[7:0]		timeIn,
	input	wire	[31:0]	countedTime,
	output	reg [31:0]	dataOut
    );
always @(setTime)
begin
	if(setTime)
	begin
		dataOut = {timeIn,6'b000000,timeIn,6'b000000};
	end
	else
	begin
		dataOut = countedTime;
	end
end
endmodule
```
**flow/run.sh**
```bash
#!/bin/bash
# OpenROAD 26Q1-2900-gdf79404cd8, Yosys 0.63+post, stock flow scripts
make -C /OpenROAD-flow-scripts/flow DESIGN_CONFIG=/design/flow/config.mk WORK_HOME=/design/flow/orfs finish
```
**flow/config.mk**
```make
export PLATFORM = sky130hd
export DESIGN_NAME = dataControl
export DESIGN_NICKNAME = dataControl
export VERILOG_FILES = /design/flow/design.v
export SDC_FILE = /design/flow/constraint.sdc
export NUM_CORES = 4
export LEC_CHECK = 1
export CORE_AREA = 10 10 70 70
export DIE_AREA = 0 0 80 80
```
**flow/constraint.sdc**
```tcl
current_design dataControl

set clk_period 1.0
set clk_io_pct 0.2

create_clock -name clk0 -period $clk_period

set non_clock_inputs [all_inputs -no_clocks]
set_input_delay [expr $clk_period * $clk_io_pct] -clock clk0 $non_clock_inputs
set_output_delay [expr $clk_period * $clk_io_pct] -clock clk0 [all_outputs]
```
==> results.json <==
{
  "status": "finished, violations left",
  "violations": "negative setup slack",
  "wl_mm": 2.36,
  "timing.fmax_mhz": 868,
  "grt_pass1_vias": 669,
  "dp_slack_ps": -831,
  "cp_max_fo": 5,
  "grt_busiest_layer": "met2",
  "setup_viol": 26,
  "yosysTopAreaCellShare_pct": 58.5,
  "grt_pass1_wl_mm": 3.51,
  "tool_warnings": 34,
  "antenna_found_initial": 0,
  "yosysWarningCount": 1,
  "rsz0062_at_grt": "true",
  "syn2layout_area_growth_pct": 281,
  "gr-total-overflow": 0,
  "ir_worst_vdd_mv": 0.149,
  "drt_iter0_markers": 7,
  "yosys_area_sq_um": 308,
  "fp_util_pct": 9.01,
  "synth_cell_types": 4,
  "grtUsageMet3_pct": 3.52,
  "grt_util_met2_pct": 11.7,
  "ios": 73,
  "power.leakage_uw": 0.000647,
  "topCellsByArea": "mux2_2 (59%), nor2b_1 (33%), buf_6 (7.3%)",
  "postSynthSeqShare_pct": 0,
  "core_sq_mm": 0.00342,
  "syn_area_sq_um": 308,
  "period_used_pct": 115,
  "grt_usage_pct": 6.72,
  "grt_max_degree": 10,
  "fin_hold_ws_ps": 702,
  "post-route-drc-count": 0,
  "worst_ep_required_time_ps": 800,
  "max-cap-violations": 0,
  "diodes": 0,
  "report.final.slew_viol_count": 0,
  "crit_type": "input pin to output port",
  "drtPass1Iterations": 2,
  "ys_cells": 35,
  "drive_gt1_share_pct": 54.8,
  "dpl.hpwl_mm": 1.89,
  "worst_pin_slew_ps": 99.9,
  "fin_crit_ps": 1150,
  "worst_slack_ps": -151,
  "place_congestion": 0.666,
  "power_uw": 441,
  "powerDensity_mw_per_mm2": 375,
  "common_cells": "mux2_2 (16), nor2b_1 (16), buf_6 (2)",
  "routedWlPerCell_um": 14.7,
  "ant_nets": 0,
  "vias": 555,
  "grt_util_met1_pct": 7.51,
  "arrival_ps": 950,
  "synthCells": 35,
  "yosys.area.top_type": "mux2_2",
  "numPortBuffers": 73,
  "viasPerCell": 3.45,
  "start_kind": "input pin",
  "num_rows": 21,
  "synth.avg_cell_area_sq_um": 8.79,
  "flops": 0,
  "seqCellArea_sq_um": 0,
  "die_y_um": 80,
  "slew_headroom_pct": 93.3,
  "finalHoldViolations": 0,
  "nClkBuffers": 0,
  "dieArea_sq_mm": 0.00640,
  "hold_path.class": "input pin to output port",
  "die_x_um": 80,
  "end_kind": "output port"
}
-- cell type report --
class                           count  area [sq um]
Timing Repair Buffer               83           754
Fill cell                         367          2240
Multi-Input combinational cell     32           362
Tap cell                           46          57.6
-- report_power, final --
part	leakage [uW]	internal (uW)	switching (uW)	total, uW
sequential	0	0	0	0
combinational	0.000647	328	113	441
clock	0	0	0	0
total	0.000647	328	113	441
-- worst paths after layout --
kind / slack (ps) / to / from / cells after the start
hold / removal: 700 / dataOut[30] / countedTime[30] / 3
setup / recovery: -150 / dataOut[8] / setTime / 5
-- through the flow --
stage	area (sq um)	utilization [%]	std cells	TNS, ps
2_1_floorplan	308	-	35	0
3_3_place_gp	1100	32.3	154	-25480
3_5_place_dp	1100	32.3	154	-25470
4_1_cts	1140	33.3	161	-2300
5_1_grt	1170	34.4	161	-2400
6_report	1170	34.4	161	-1730
-- cell families (layout without fill, tap and decap cells) --
kind of cell           Yosys count  after routing  share of synthesized area [%]
muxes                           16             16                           58.5
and+or+nand+nor                 16             16                           32.5
buffers and inverters            3             83                           8.94
-- layer usage --
metal  vias up  share of wire, %
li1        281                 -
met1       245                37
met2        29                52
met3         0                11
met4         0                 0
met5         -                 0
-- repair_timing --
item	CTS	global route
cloned	3	0
hold buffers	0	0
setup endpoints to repair	32	27
resized	168	12
pin swaps	0	0
setup buffers	4	2
-- cell usage in the layout (no fill, tap or decap), types with 3 or more instances in the layout --
master,synthesis,layout
mux2_4,0,15
dlygate4sd2_1,0,35
nor2b_4,0,3
buf_2,1,24
buf_16,0,3
nor2b_1,16,12
clkdlybuf4s50_1,0,3
buf_6,2,12
-- worst max-delay path, stage by stage --
cell    delay [ps]
buf_12         120
buf_16         130
buf_6          110
mux2_4         290
buf_6          110
Power and IR drop assume default switching activity.
